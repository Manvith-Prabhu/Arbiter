==> design/flow/design.v <==
module RR_arbiter(
		input clk,
		input rst_n,
		input [3:0] REQ,
		output reg[3:0] GNT);
	reg [1:0] count;
	reg [3:0] present_state;
	reg [3:0] next_state;
  parameter [3:0] S_ideal = 4'b0000;
  parameter [3:0] S_0 = 4'b0001;
  parameter [3:0] S_1 = 4'b0010;
  parameter [3:0] S_2 = 4'b0100;
  parameter [3:0] S_3 = 4'b1000;
  always @ (posedge clk or negedge rst_n)  
		begin
      if(!rst_n)
				present_state <= S_ideal;
			else
				present_state <= next_state;
		end
	always @(present_state or next_state or REQ)  
		begin
			case(present_state)
				S_ideal : begin
							count = 2'b00;
							if(REQ[0])
								begin
									next_state = S_0;
								end
							else if(REQ[1])
								begin
									next_state = S_1;
								end
							else if(REQ[2])
								begin
									next_state = S_2;
								end
							else if(REQ[3])
								begin
									next_state = S_3;
								end
						end
				S_0 : begin
						if(REQ[0])
							begin
                if(count == 2'b10)
									begin
										if(REQ[1])
											begin
												count = 2'b00;
												next_state = S_1;
											end
										else if(REQ[2])
											begin
												count = 2'b00;
												next_state = S_2;
											end
										else if(REQ[3])
											begin
												count = 2'b00;
												next_state = S_3;
											end
										else
											begin
												count = 2'b00;
												next_state = S_0;
											end
								  end  
						    else
                  begin
								    count = count + 1'b1;
						        next_state = S_0;
                  end
						end  
						else if(REQ[1])
							begin
								count = 2'b00;
								next_state = S_1;
							end
						else if(REQ[2])
							begin
								count = 2'b00;
								next_state = S_2;
							end
						else if(REQ[3])
							begin
								count = 2'b00;
								next_state = S_3;
							end
						else
							begin
								count = 2'b00;
								next_state = S_ideal;
							end
					end  
				S_1 : begin
						if(REQ[1])
							begin
                if(count == 2'b10)
									begin
										if(REQ[2])
											begin
												count = 2'b00;
												next_state = S_2;
											end
										else if(REQ[3])
											begin
												count = 2'b00;
												next_state = S_3;
											end
										else if(REQ[0])
											begin
												count = 2'b00;
												next_state = S_0;
											end
										else
											begin
												count = 2'b00;
												next_state = S_1;
											end
									end  
								else
                  begin
									  count = count + 1'b1;
									  next_state = S_1;
                  end
								end  
							else if(REQ[2])
								begin
									count = 2'b00;
									next_state = S_2;
								end
							else if(REQ[3])
								begin
									count = 2'b00;
									next_state = S_3;
								end
							else if(REQ[0])
								begin
									count = 2'b00;
									next_state = S_0;
								end
							else
						  	begin
									count = 2'b00;
									next_state = S_ideal;
								end
						end  
					S_2 : begin
							if(REQ[2])
								begin
                  if(count == 2'b10)
										begin
											if(REQ[3])
												begin
													count = 2'b00;
													next_state = S_3;
												end
											else if(REQ[0])
												begin
													count = 2'b00;
													next_state = S_0;
												end
											else if(REQ[1])
												begin
													count = 2'b00;
													next_state = S_1;
												end
											else
												begin
													count = 2'b00;
													next_state = S_2;
												end
										end  
									else
                    begin
										  count = count + 1'b1;
										  next_state = S_2;
                    end
								end  
							else if(REQ[3])
									begin
										count = 2'b00;
										next_state = S_3;
									end
							else if(REQ[0])
									begin
										count = 2'b00;
										next_state = S_0;
									end
							else if(REQ[1])
									begin
										count = 2'b00;
										next_state = S_1;
									end
							else
									begin
										count = 2'b00;
										next_state = S_ideal;
									end
						end  
					S_3 : begin
							if(REQ[3])
								begin
                  if(count == 2'b10)
										begin
											if(REQ[0])
												begin
													count = 2'b00;
													next_state = S_0;
												end
											else if(REQ[1])
												begin
													count = 2'b00;
													next_state = S_1;
												end
											else if(REQ[2])
												begin
													count = 2'b00;
													next_state = S_2;
												end
											else
												begin
													count = 2'b00;
													next_state = S_3;
												end
										end  
									else
                    begin
										  count = count + 1'b1;
										  next_state = S_3;
                    end
								end  
						else if(REQ[0])
								begin
									count = 2'b00;
									next_state = S_0;
								end
						else if(REQ[1])
								begin
									count = 2'b00;
									next_state = S_1;
								end
						else if(REQ[2])
								begin
									count = 2'b00;
									next_state = S_2;
								end
						else
								begin
									count = 2'b00;
									next_state = S_ideal;
								end
					end  
				endcase
			end
  always @(posedge clk or negedge rst_n)  
		begin
        if(!rst_n)
            begin
              GNT <= 4'b0000;
            end
        else
          begin
         	  case(present_state)
					    S_0 : begin GNT <= 4'b0001; end
					    S_1 : begin GNT <= 4'b0010; end
					    S_2 : begin GNT <= 4'b0100; end
					    S_3 : begin GNT <= 4'b1000; end
				      default : begin GNT <= 4'b0000; end
				    endcase
          end
		end
endmodule  
==> design/flow/run.sh <==
#!/bin/bash
# OpenROAD 26Q1-2900-gdf79404cd8, Yosys 0.63+post, stock flow scripts
make -C /OpenROAD-flow-scripts/flow DESIGN_CONFIG=/design/flow/config.mk WORK_HOME=/design/flow/orfs finish
==> design/flow/config.mk <==
export PLATFORM = sky130hd
export DESIGN_NAME = RR_arbiter
export DESIGN_NICKNAME = RR_arbiter
export VERILOG_FILES = /design/flow/design.v
export SDC_FILE = /design/flow/constraint.sdc
export NUM_CORES = 4
export LEC_CHECK = 1
export CORE_AREA = 10 10 86 86
export DIE_AREA = 0 0 96 96
==> design/flow/constraint.sdc <==
current_design RR_arbiter

set clk_period 1.4
set clk_io_pct 0.2

create_clock -name clk0 -period $clk_period [get_ports {clk}]

set non_clock_inputs [all_inputs -no_clocks]
set_input_delay [expr $clk_period * $clk_io_pct] -clock clk0 $non_clock_inputs
set_output_delay [expr $clk_period * $clk_io_pct] -clock clk0 [all_outputs]
==> impl_metrics.csv <==
group,metric,value,unit
cts,cts_tree,"yes",
pwr,power_frac_clock,42.8,%
floorplan,rows,27,
place,gp_congestion,0.889,
floorplan,die_w,96,um
final_timing,worst_pin_slew,398,ps
final_timing,finalSetupTns,0,ps
finish,logic_area,417,sq um
cts,cts_hold_buffers,0,
final_timing,unclocked_regs,6,
cts,cts_resized,0,
pwr,power.internal,480,uW
route,drt-total-wl,1680,um
floorplan,fp.dieH,96,um
place,placement.io_buffers,9,
global_routing,grt_usage,3.79,%
finish,drive_gt1_share,17.2,%
final_timing,slew_headroom,73.4,%
finish,seqCellArea,290,sq um
logic_synthesis,ff_type,"dfrtp_1",
final_timing,fin_crit,1260,ps
final_timing,finalCritPeriodShare,90.4,%
critical_path,cp_num_buf_inv,1,
global_routing,grt_pass1_vias,618,
final_timing,hold_viol,0,
cts,clk_pin_slew,40,ps
final_timing,untimed_endpoints,10,
place,place_inst,168,
logic_synthesis,yosys-top-cells-area,"dfrtp_1 (26%), dlxtn_1 (12%), nor4b_4 (6.2%), nor2_1 (5.4%), buf_6 (4.4%)",
critical_path,worst_ep_required_time,1120,ps
global_routing,overflow,0,
logic_synthesis,synth_flops,14,
final_timing,clock_skew,1.87,ps
logic_synthesis,netlist_instances,86,
floorplan,die_area,9220,sq um
final_timing,slew_viol_final,0,
flow_run,maxCapViolations,0,
cts,insertion_delay,220,ps
route,diodes,0,
route,ant_nets,0,
logic_synthesis,edf_count,0,
logic_synthesis,top_cell_area_share,26.3,%
final_timing,rsz0062_at_grt,"false",
logic_synthesis,synthDistinctLibCells,31,
finish,areaGrowthSynthToFinish,29.2,%
global_routing,grt_start_max_net_pins,12,
cts,htreeDepth,1,
route,first_pass_iters,4,
place,pre_cts_ws,361,ps
pwr,peakVddDrop,0.000350,V
critical_path,start_kind,"register",
final_timing,setup_viol,0,
critical_path,r2r_setup_slack,420,ps
critical_path,r2r_cells,2,
route,wl_per_cell,9.84,um
cts,clockBufferDepth,2,
global_routing,antenna_found_initial,0,
critical_path,path_max_fanout,1,
global_routing,grt_pass1_wl,2860,um
critical_path,critPathKind,"reg -> out",
pwr,sw_frac_of_total,21.9,%
final_timing,fmax,0.791,GHz
critical_path,crit_family,"buffers and inverters",
finish,fin_cells,171,
route,vias_per_cell,3.68,
logic_synthesis,yosys_warnings,21,
pwr,power.switching,134,uW
critical_path,slowest_stage,"clkdlybuf4s50_1",
critical_path,path_cells,"clkdlybuf4s50_1",
logic_synthesis,synth_area_leader_cell,"dfrtp_1",
place,hpwl,1320,um
floorplan,fp.coreArea,5540,sq um
logic_synthesis,syn_area_per_cell,8.86,sq um
logic_synthesis,ys_area,762,sq um
route,dr_total_vias,629,
finish,final_core_util,17.8,%
pwr,p_total,615,uW
final_timing,timing.final.ws_setup,135,ps
critical_path,worst_setup_path_end_kind,"output pin",
floorplan,io_pins,10,
status,status,"finished, final reports clean",
critical_path,r2r_end,"GNT[0]",
logic_synthesis,syn_area,762,sq um
route,drc_errors,0,
hold_path,min_path_type,"in -> async",
pwr,p_per_area,624,nW/um^2
floorplan,fp-utilization,13.8,%
critical_path,slowest_delay,460,ps
cts,cts_buffers,3,
pwr,p_comb_share,16.0,%
critical_path,reg2reg_from,"present_state[1]",
logic_synthesis,ys_cells,86,
pwr,leakagePower,0.000370,uW
route,drt_iter0_drc,86,
pwr,seqPwrFrac,41.2,%
logic_synthesis,synth-async-reset-ratio,57.1,%
cts,cts_setup_buffers,0,
critical_path,cp.arrival,980,ps
cts,cts-root-buf,"clkbuf_8",
finish,num-fill-cells,619,
flow_run,warnings,25,
[power groups by stage]
stage / logic [uW] / clock network, uW / registers, uW
after CTS: 98.8 / 273 / 253
after global routing: 110 / 284 / 254
final: 98.4 / 263 / 253
[stage by stage]
stage / hold WS (ps) / cell area (sq um)
after floorplan: -15.6 / 762
after detailed placement: 576 / 943
after global placement: 573 / 943
after global routing: 364 / 985
final: 340 / 985
after CTS: 341 / 985
[layout make-up]
type	instances	share of cell area (%)
Inverter	3	1.14
Sequential cell	14	29.5
Clock buffer	3	4.19
Tap cell	72	9.15
Multi-Input combinational cell	64	42.3
Timing Repair Buffer	15	13.7
[synth_stat cells (all sizes together) (3+ instances only)]
master and number:
buf 5, dfrtp 8, nand2b 4, dlxtn 6
a21oi 6, nor2 11, o22ai 3, nor3 3
o21a 3, nand2 8, o21ai 7, inv 3
[logic make-up (layout without fill, tap and decap cells)]
kind of cell | count (synthesis) | after routing | synth area share, %
compound gates | 29 | 29 | 24.6
buf+inv | 8 | 21 | 7.22
mux | 1 | 1 | 1.48
xor+xnor | 2 | 2 | 2.30
flops | 8 | 8 | 26.3
latches | 6 | 6 | 11.8
simple gates | 32 | 32 | 26.3
[cell usage in the layout (no fill, tap or decap), drive strengths merged, types with 3 or more instances in the layout]
master	instances
o21ai	7
nand2	8
clkdlybuf4s50	9
clkbuf	3
o22ai	3
inv	3
o21a	3
nand2b	4
a21oi	6
nor2	11
dfrtp	8
buf	6
nor3	3
dlxtn	6
[sequential cells by signal (all words and copies together), names as in the netlist]
signal and flops:
GNT 4, present_state 4, count 2, next_state 4
[metal layers]
| metal | GRT usage, % | part of all wire [%] | vias up |
|---|---|---|---|
| met4 | 0.491 | 0 | 0 |
| met3 | 1.10 | 7.1 | 0 |
| met1 | 5.76 | 51 | 283 |
| met5 | 0 | 0 | - |
| met2 | 5.27 | 42 | 8 |
| li1 | - | - | 338 |
[how the worst max path moves through the flow]
stage / from / to / slack (ps) / cells after the start
after global routing: GNT[0] / GNT[0] / 90 / 1
after CTS: GNT[0] / GNT[0] / 120 / 1
final: GNT[2] / GNT[2] / 140 / 1
Power and IR drop assume default switching activity.
